File: flow/design.v
module spA_RAM( din, rx_valid, clk, rst_n, dout, tx_valid);
parameter MEM_DEPTH=256;
parameter ADDR_SIZE=8;
input[9:0] din;
input rx_valid,clk,rst_n;
output reg [ADDR_SIZE-1:0] dout;
output reg tx_valid;
reg [ADDR_SIZE-1:0] read_address, write_address;
reg [ADDR_SIZE-1:0] mem [MEM_DEPTH-1:0];
always @(posedge clk) begin
	if (~rst_n) begin
		dout<=0;
		tx_valid<=0;
		read_address<=0;
		write_address<=0;	
	end
	else if(rx_valid) begin
		case({ din[9], din[8]} )
			2'b00: 
				begin 
					write_address<=din[7:0];
					tx_valid<=0;
				end
			2'b01:
				begin
					mem[write_address]<=din[7:0];
					tx_valid<=0;
				end
			2'b10: 
				begin
					read_address<=din[7:0];
					tx_valid<=0;
				end
			2'b11: 
				begin
					dout<=mem[read_address];
					tx_valid<=1;
				end
		endcase
	end
end
endmodule
module spi_Interface(MOSI,MISO,SS_n,clk,rst_n);
input MOSI,SS_n,clk,rst_n;
output MISO;
wire[9:0] rx_data;
wire[7:0] tx_data;
wire tx_valid;
wire rx_valid;
SPI_SLAVE spi_inst(MOSI,MISO,SS_n,clk,rst_n,rx_data,rx_valid,tx_data,tx_valid);
spA_RAM RAM_inst (rx_data, rx_valid, clk, rst_n, tx_data, tx_valid );
endmodule
module SPI_SLAVE(MOSI,MISO,SS_n,clk,rst_n,rx_data,rx_valid,tx_data,tx_valid);
input MOSI, clk, rst_n, tx_valid, SS_n;
input[7:0] tx_data;
output reg MISO, rx_valid;
output reg[9:0] rx_data;
reg recieved_address=0;    
(* fsm_encoding = "sequential" *)	 
reg[2:0] cs,ns;
reg[3:0] counter;  
parameter IDLE=3'b000;
parameter CHK_CMD=3'b001;
parameter WRITE=3'b010;
parameter READ_DATA=3'b011;
parameter READ_ADD=3'b100;
always @(posedge clk or negedge rst_n) begin
	if (~rst_n) begin
		cs<=IDLE;		
	end
	else begin
		cs<=ns;
	end
end
always @(cs,MOSI,SS_n) begin
	case(cs)
		IDLE: begin
			if(SS_n)
				ns=IDLE;
			else
				ns=CHK_CMD;
		end
		CHK_CMD: begin
			if(MOSI) begin
				if(recieved_address) begin
					ns=READ_DATA;
					recieved_address=0;
				end
				else begin
					ns=READ_ADD;
					recieved_address=1;
				end
			end
			else begin
				ns=WRITE;
			end
		end
		READ_ADD: begin 
			if(SS_n)
				ns=IDLE;
			else begin
				ns=READ_ADD;
			end
		end
		READ_DATA: begin
			if(SS_n)
				ns=IDLE;
			else begin
				ns=READ_DATA;
			end
		end
		WRITE: begin
			if(SS_n)
				ns=IDLE;
			else begin
				ns=WRITE;
			end	
		end
		default: ns<=IDLE;
	endcase
end
always @(posedge clk or negedge rst_n) begin
	if (~rst_n) begin
		rx_data<=0;
		rx_valid<=0;	
		MISO<=0;
		counter=0;
	end
	else begin
		if(cs==IDLE) begin
			counter<=0;
			rx_valid=0;
		end
		else if(cs==READ_DATA) begin
			if(tx_valid && counter>=3) begin
				MISO<=tx_data[counter-3];
				counter<=counter-1;
			end
			else if(counter<=9) begin
 				rx_data<= {rx_data[8:0],MOSI };  
 				rx_valid<=0;
 				counter<=counter+1;
 			end
			if(counter >= 9) begin
				rx_valid<=1;
			end
 		end
 		else if(cs==READ_ADD) begin
 			if(counter<=9) begin
 				rx_data<= {rx_data[8:0],MOSI };
 				rx_valid<=0;
 				counter<=counter+1;
 			end
			if(counter>=9) begin
				rx_valid<=1;
			end
 		end		
 		else if(cs==WRITE) begin
 			if(counter<=9) begin
 				rx_data<= {rx_data[8:0],MOSI }; 
 				rx_valid<=0;
 				counter<=counter+1;
 			end
			if(counter>=9) begin
				rx_valid<=1;
			end
 		end
	end
end
endmodule
File: flow/run.sh
#!/bin/bash
# OpenROAD 26Q1-2900-gdf79404cd8, Yosys 0.63+post, stock flow scripts
make -C /OpenROAD-flow-scripts/flow DESIGN_CONFIG=/design/flow/config.mk WORK_HOME=/design/flow/orfs finish
File: flow/config.mk
export PLATFORM = sky130hd
export DESIGN_NAME = spi_Interface
export DESIGN_NICKNAME = spi_Interface
export VERILOG_FILES = /design/flow/design.v
export SDC_FILE = /design/flow/constraint.sdc
export NUM_CORES = 4
export LEC_CHECK = 1
export CORE_UTILIZATION = 40
File: flow/constraint.sdc
current_design spi_Interface

set clk_period 32.3
set clk_io_pct 0.2

create_clock -name clk0 -period $clk_period [get_ports {clk}]

set non_clock_inputs [all_inputs -no_clocks]
set_input_delay [expr $clk_period * $clk_io_pct] -clock clk0 $non_clock_inputs
set_output_delay [expr $clk_period * $clk_io_pct] -clock clk0 [all_outputs]
==> deck_impl_summary.md <==
Run Summary

Place
  – IO Port Bufs: 4
  – GP Congestion: approximately 0.99
  – DP HPWL: roughly 150 mm
  – Area after DPL: 85000 µm²

Synth
  – Mapped cell area: ~82000 µm²
  – Average footprint of a synthesized cell: between 20 and 25 µm²
  – Post-Synthesis Cells: 4056
  – Cell types occupying the most area after synthesis: sky130_fd_sc_hd__edfxtp_1, sky130_fd_sc_hd__mux4_2, sky130_fd_sc_hd__mux2i_1
  – Post-synth EDFFs: around 2000
  – Fraction of post-synthesis cell area in the top cell type by area: 0.750
  – Warnings from Yosys: 4
  – Most common cell in the synthesized netlist: sky130_fd_sc_hd__edfxtp_1
  – Fraction of registers with async set/reset: 0.0100
  – Prevailing post-synth register cell: sky130_fd_sc_hd__edfxtp_1
  – Synth unique cells: around 76
  – Cell count listed in synth_stat.txt: about 4000
  – Registers, synthesis: between 2000 and 2500
  – Area reported by Yosys stat: between 80000 and 90000 µm²
  – Synth cell count leaders: sky130_fd_sc_hd__edfxtp_1, sky130_fd_sc_hd__mux4_2, sky130_fd_sc_hd__nor2_1
  – Cell taking the most area after synthesis: sky130_fd_sc_hd__edfxtp_1

Clock tree
  – Clock-pin slew of the registers on the worst-case setup and hold paths: ~0.060 ns
  – Number of buffers created by CTS: 206
  – TritonCTS clock tree: yes
  – Total of cells resized after clock tree synthesis: 0
  – Root Buffer: sky130_fd_sc_hd__clkbuf_16
  – CTS H-Tree Depth: 4
  – Post CTS Setup Buffer Count: 0
  – Clock latency on the worst-skew pair: between 0.8 and 0.9 ns
  – Maximum root-to-sink buffer count: 3
  – Hold bufs inserted after CTS: 0

Cells and area
  – Layout-stage area growth over the synthesis result: 12.2%
  – Proportion of layout cells with a drive suffix above 1: 0.198
  – Post-layout instance area: ~90000 µm²
  – Final-layout fill cell count: ~17000

Flow run
  – Max capacitance violation total: 0
  – Count of warning messages emitted by the tools: 28

Critical path
  – Worst Setup End Kind: flip-flop
  – Largest fanout on the critical path: 9
  – WP data arrival: between 9 and 10 ns
  – Ordered list of cells on the worst path: buf_2, nand3_1, nor4_1, nand2_1, buf_4, nor2_1
  – Classification of the worst setup path: in2reg
  – Delay contributed by the slowest stage of the critical path: about 0.74 ns
  – Kind of launch point of the worst setup path: primary input
  – CP max stage cell: sky130_fd_sc_hd__nand2_1
  – CP Data Required Time: 32.76 ns

Floorplan
  – Fp util: 0.404
  – Die y size: 455 µm
  – Die area: around 210000 µm²
  – Total I/O pin count: 5
  – Core area: roughly 200000 µm²
  – Core Rows: approximately 170
  – Die X: ~450 µm

Drt
  – Drt via density: 5.94
  – Number of DRC violations after detailed routing: 0
  – Iteration-0 DRC count of the detailed router: 3266
  – Wire per inst: approximately 34 µm
  – Length of the first detailed-routing pass in iterations: 6
  – Vias after detailed routing: 41700
  – Final ANT Viol Nets: 0
  – Total length of routed wires: ~240 mm

STA
  – Transition time at the pin with the least slew margin: roughly 1.1 ns
  – Clock period minus final worst setup slack: roughly 8.6 ns
  – Final Slew Violations: 0
  – Portion of the clock cycle consumed by the worst path in the final layout: 0.267
  – Total of endpoints with negative setup slack in the final report: 0
  – Headroom to the max-slew limit: 0.278
  – Peak clock frequency supported by timing: between 0.1 and 0.15 GHz
  – Minimum hold slack: 0.480 ns
  – Unrepaired setup endpoints after global routing: false
  – Setup_tns: 0 ns
  – Final worst clock skew: roughly 0.070 ns
  – Number of register pins that no clock reaches: 1
  – Count of endpoints without a timing constraint: 1
  – Final Hold Vio Count: 0

GRT
  – Maximum number of pins on one net before global-route repair: approximately 94
  – Global-route wire length before repair: 336 mm
  – Via count of the first global-routing pass: 45700
  – Global-route usage over all layers: 0.256
  – Grt ovf: 0
  – Antenna violations before repair: 3

Power
  – Total power after layout: between 0.006 and 0.007 W
  – IR drop worst, VDD: between 0.05 and 0.06 mV
  – Power Dens Cells: about 72 nW/µm²
  – Leakage dissipation: ~27 nW

Outcome
  – Status: complete, no violations

Hold path
  – Hold Crit Class: reg2reg
-- cells by family after synthesis --
kind of cell | synth area share
AND/OR/NAND/NOR | 0.0304
AND-OR/OR-AND | 0.0380
buffers and inverters | 0.0216
latches | 0.000183
XOR/XNOR | 0.000107
adder cells (fa/ha/maj) | 0.000458
flip-flops | 0.762
multiplexers | 0.147
-- worst paths after layout --
path / from / cells past startpoint / slack, ns / end
worst max register to register: RAM_inst.read_address[1] / 11 / 26.91 / RAM_inst.dout[1]
worst min register to register: RAM_inst.dout[5] / 1 / 0.48 / RAM_inst.dout[5]
min in group asynchronous: rst_n / 2 / 5.83 / spi_inst.counter[1]
max in group asynchronous: rst_n / 2 / 26.08 / spi_inst.rx_data[4]
worst max-delay path: rst_n / 6 / 23.67 / RAM_inst.mem[212][5]
worst min-delay path: RAM_inst.dout[5] / 1 / 0.48 / RAM_inst.dout[5]
-- registers in the layout (all words and copies together), names as in the netlist --
name	cells
spi_inst.recieved_address	1
RAM_inst.tx_valid	1
spi_inst.counter	4
spi_inst.rx_valid	1
spi_inst.cs	5
spi_inst.rx_data	10
RAM_inst.dout	8
RAM_inst.write_address	8
RAM_inst.read_address	8
RAM_inst.mem	2048
spi_inst.MISO	1
-- cell type report --
| cell class | count | area, µm² | area share |
|---|---|---|---|
| Multi-Input combinational cell | 1708 | 17800 | 0.193 |
| Tap cell | 2672 | 3340 | 0.0363 |
| Sequential cell | 2095 | 62600 | 0.680 |
| Timing Repair Buffer | 158 | 1300 | 0.0142 |
| Antenna cell | 2 | 5.00 | 0.0000544 |
| Clock inverter | 129 | 1540 | 0.0168 |
| Clock buffer | 253 | 5410 | 0.0588 |
| Inverter | 11 | 43.8 | 0.000476 |
-- critical path: cells and delay by family --
kind          cells  cell delay [ns]
simple gates      4             1.91
buf+inv           2             0.70
-- report_power, final --
group	internal [W]	switching (W)	leakage, nW
registers	0.00339	0.000102	18.9
logic	0.0000958	0.000564	4.95
clock network	0.00140	0.00103	3.36
-- routing by layer --
| layer | track usage | up-vias | part of all wire |
|---|---|---|---|
| li1 | - | 17100 | - |
| met1 | 0.292 | 20900 | 0.31 |
| met2 | 0.365 | 3147 | 0.46 |
| met3 | 0.204 | 487 | 0.18 |
| met4 | 0.0933 | 8 | 0.049 |
| met5 | 0.0115 | - | 0.0013 |
-- cells in the final DEF (no fill, tap or decap), types with 21 or more instances in the layout --
cell type / count
sky130_fd_sc_hd__a21oi_1: 52
sky130_fd_sc_hd__nor3_1: 21
sky130_fd_sc_hd__o21ai_0: 40
sky130_fd_sc_hd__clkbuf_1: 40
sky130_fd_sc_hd__nand2_1: 122
sky130_fd_sc_hd__mux4_2: 355
sky130_fd_sc_hd__buf_4: 145
sky130_fd_sc_hd__clkinv_2: 33
sky130_fd_sc_hd__clkinv_1: 44
sky130_fd_sc_hd__mux2i_1: 276
sky130_fd_sc_hd__nand3_1: 37
sky130_fd_sc_hd__mux4_1: 42
sky130_fd_sc_hd__o22ai_1: 111
sky130_fd_sc_hd__clkbuf_16: 207
sky130_fd_sc_hd__dfxtp_1: 21
sky130_fd_sc_hd__nor2b_1: 21
sky130_fd_sc_hd__bufinv_16: 25
sky130_fd_sc_hd__edfxtp_1: 2048
sky130_fd_sc_hd__a22oi_1: 58
sky130_fd_sc_hd__o221ai_1: 47
sky130_fd_sc_hd__a211oi_1: 50
sky130_fd_sc_hd__nor2_1: 291
-- stage by stage --
stage               worst slack, ns  std cells   util
floorplan                     23.79       4056      -
global placement              22.93       6644  0.419
detailed placement            22.92       6644  0.419
CTS                           23.86       7026  0.453
global route                  23.51       7026  0.453
finish                        23.67       7028  0.453
Power figures rest on the tool's default switching activity, not on a simulated workload.
